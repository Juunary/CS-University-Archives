==> run.sh <==
#!/bin/bash
# OpenROAD 26Q1-2900-gdf79404cd8, Yosys 0.63+post, stock flow scripts
make -C /OpenROAD-flow-scripts/flow DESIGN_CONFIG=/design/flow/config.mk WORK_HOME=/design/flow/orfs finish
==> constraint.sdc <==
current_design majority_12bit

set clk_period 9.8
set clk_io_pct 0.2

create_clock -name clk0 -period $clk_period

set non_clock_inputs [all_inputs -no_clocks]
set_input_delay [expr $clk_period * $clk_io_pct] -clock clk0 $non_clock_inputs
set_output_delay [expr $clk_period * $clk_io_pct] -clock clk0 [all_outputs]
==> config.mk <==
export PLATFORM = sky130hd
export DESIGN_NAME = majority_12bit
export DESIGN_NICKNAME = majority_12bit
export VERILOG_FILES = /design/flow/design.v
export SDC_FILE = /design/flow/constraint.sdc
export NUM_CORES = 4
export LEC_CHECK = 1
export CORE_AREA = 10 10 79 79
export DIE_AREA = 0 0 89 89
==> design.v <==
module majority_12bit(
    input [11:0] A,
    output reg [2:0] Y
);
    integer i;
    integer count1;  
    integer count0;  
    always @(*) begin
        count1 = 0;
        count0 = 0;
        for(i=0; i<12; i=i+1) begin
            if(A[i] == 1'b1)
                count1 = count1 + 1;
            else
                count0 = count0 + 1;
        end
        if (count0 > count1)
            Y = 3'b100;       
        else if (count0 == count1)
            Y = 3'b010;       
        else
            Y = 3'b001;       
    end
endmodule
==> out/results.ini <==
[run_status]
violations = setup timing
status = complete, but fails checks

[final_timing]
max_freq_mhz = 92.3
layout_min_cycle_time_ps = 10830
fin_ws_ps = -1030
final_hold_viol_count = 0
worst_slew_pin_slew_ps = 713
timing.hold.ws_ps = 5210
fin_crit_sh_pct = 111
grt_setup_unrepaired = yes
maxSlewViolCount = 0
finalSetupViolCount = 3
relSlewSlack_pct = 52.3

[die]
num_rows = 25
pin_count = 15
die_w_um = 89
fp_util_pct = 54.5
core_um2 = 4660
die_h_um = 89
die-area_um2 = 7920

[placed_design]
pre_cts_ws_ps = -1950
dp_hpwl_um = 5060
gp_congestion = 0.851
placedCellCount = 497
numPortBuffers = 15

[flow_run]
maxCapViolCount = 0
warnings = 40

[setup_path]
worst_path_most_repeated_cell = ha_4
end_kind = output port
worstSetupStartpointType = input port
path_delay_family = adder cells
worst-setup-path-type = input port to output port
slowest_stage = mux2_4
startpoint = A[0]
cp.arrival_ps = 8870
path_buffers = 6
cp-endpoint = Y[0]
cpPeakStageDelay_ps = 290
crit_fanout = 3
path_depth = 42
cp.required_ps = 7840

[drt]
ant_nets = 0
diodes = 0
first_iter_violations = 122
vias = 2786
drt-total-wl_um = 6540
routedWlPerCell_um = 12.9
vias_per_cell = 5.51
drc_errors = 0
drt_first_pass_iters = 4

[global_route]
grt_max_degree = 18
grt_pass1_wl_um = 10800
track_usage_pct = 16.1
antenna_found_initial = 0
grt_pass1_vias = 2455
grt_overflow_total = 0

[min_path]
hp-class = input port to output port

[layout]
area_delta_synth_final_pct = 54.3
clkbuf_count = 0
seq_cells = 0
register_area_um2 = 0
drive_gt1_share_pct = 40.7
stdcell_count = 506

[synthesis]
synth_cells = 341
syn_avg_cell_area_um2 = 7.44
postSynthSeqShare_pct = 0
largest_area_cell = ha_1
yosys_warnings = 1
ys_types = 72
area_leaders = ha_1, xnor2_1, nand2_1
top_cell_area_share_pct = 16.3
synth_chip_area_um2 = 2540
yosys-stat-cells = 341
synthesis.area_um2 = 2540

[pwr]
peakVddDrop_uv = 198
p_leak_nw = 1.71
p_per_area_nw_per_um2 = 247

[cts]
hold_buffers = 0

-- worst min path at each step --
stage     cells after the start  endpoint  start
4_1_cts                       6      Y[1]  A[11]
5_1_grt                       6      Y[1]  A[11]
6_report                      6      Y[1]  A[11]
-- placed cells by master (no fill, tap or decap), types with 6 or more instances in the layout --
| cell type | netlist | layout |
|---|---|---|
| nand2b_1 | 8 | 6 |
| nand3_1 | 15 | 15 |
| nand2_1 | 31 | 24 |
| a21oi_1 | 14 | 11 |
| clkdlybuf4s50_1 | 0 | 8 |
| o21ai_0 | 9 | 6 |
| buf_4 | 0 | 102 |
| nor2_1 | 18 | 16 |
| nor3_1 | 12 | 11 |
| ha_1 | 33 | 19 |
| ha_4 | 0 | 13 |
| conb_1 | 2 | 8 |
| xnor2_1 | 30 | 29 |
| nor2b_1 | 13 | 8 |
| o21a_1 | 6 | 6 |
| inv_1 | 19 | 16 |
| xor2_1 | 10 | 9 |
-- synth_stat cells, types with 3 or more instances --
library cell	count
ha_1	33
nor3_1	12
or2_2	5
nand3b_1	4
nor4b_1	4
o21ai_0	9
xnor2_1	30
a211o_1	5
o21a_1	6
and3b_1	3
mux2i_1	3
a21o_1	3
nor2b_1	13
clkbuf_1	7
nand2_1	31
buf_2	8
a31oi_1	4
mux2_2	7
or4_1	3
nor2_1	18
nand2b_1	8
nand4_1	4
nand3_1	15
inv_1	19
a211oi_1	5
a21oi_1	14
xor2_1	10
-- routing by layer --
layer / global-route usage, % / up-vias / share of wire (%)
met5: 0 / - / 0
met4: 0 / 0 / 1.3
met3: 0.367 / 8 / 2.9
met2: 25.7 / 46 / 43
met1: 25.1 / 1266 / 53
li1: - / 1466 / -
-- power breakdown --
| part | total (W) | internal [W] | switching [W] |
|---|---|---|---|
| Clock | 0 | 0 | 0 |
| Combinational | 0.000967 | 0.000542 | 0.000425 |
| Sequential | 0 | 0 | 0 |
| Total | 0.000967 | 0.000542 | 0.000425 |
-- final cells by class --
cell class / instances / area, um^2
Multi-Input combinational cell: 311 / 2800
Fill cell: 292 / 743
Tap cell: 54 / 67.6
Inverter: 20 / 92.6
Timing Repair Buffer: 121 / 958
-- what timing repair did --
| item | in CTS | in global routing |
|---|---|---|
| setup endpoints to repair | 3 | 3 |
| hold endpoints to repair | 0 | 0 |
| pin swaps | 21 | 25 |
| cloned | 0 | 0 |
| gates resized | 36 | 33 |
| buffers inserted | 4 | 5 |
-- stage by stage --
stage | utilization, % | power, W | TNS (ps) | cell area [um^2]
global route | 84.1 | 0.00108 | -3420 | 3920
CTS | 79.6 | 0.000884 | -2820 | 3710
floorplan | - | 0.000564 | -1550 | 2750
detailed placement | 77.9 | 0.000864 | -5380 | 3630
finish | 84.1 | 0.000967 | -2510 | 3920
global placement | 77.9 | 0.000848 | -5180 | 3630
-- cells by family after synthesis --
family	share of synthesized area, %
XOR/XNOR	22.7
buffers and inverters	5.72
adder cells (fa/ha/maj)	16.3
multiplexers	4.29
AND-OR/OR-AND	20.8
other	0.296
AND/OR/NAND/NOR	29.9
Power and IR drop assume default switching activity.
