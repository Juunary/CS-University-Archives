==> /design/flow/design.v <==
module half_adder(
    input a, b,
    output sum, carry
);
    xor(sum, a, b);
    and(carry, a, b);
endmodule
module full_adder(
    input a, b, cin,
    output sum, cout
);
    wire s1, c1, c2;
    half_adder HA1 (.a(a), .b(b), .sum(s1), .carry(c1));
    half_adder HA2 (.a(s1), .b(cin), .sum(sum), .carry(c2));
    or(cout, c1, c2);
endmodule
module adder_16bit(
    input [15:0] A,
    input [15:0] B,
    input Cin,
    output [15:0] Sum,
    output Cout,
    output Overflow  
);
    wire [16:0] c;  
    assign c[0] = Cin;
    genvar i;
    generate
        for(i=0; i<16; i=i+1) begin : ADDER_LOOP
            full_adder FA (
                .a(A[i]), 
                .b(B[i]), 
                .cin(c[i]), 
                .sum(Sum[i]), 
                .cout(c[i+1])
            );
        end
    endgenerate
    assign Cout = c[16];
    assign Overflow = c[16] ^ c[15];  
endmodule
==> /design/flow/run.sh <==
#!/bin/bash
# OpenROAD 26Q1-2900-gdf79404cd8, Yosys 0.63+post, stock flow scripts
make -C /OpenROAD-flow-scripts/flow DESIGN_CONFIG=/design/flow/config.mk WORK_HOME=/design/flow/orfs finish
==> /design/flow/config.mk <==
export PLATFORM = sky130hd
export DESIGN_NAME = adder_16bit
export DESIGN_NICKNAME = adder_16bit
export VERILOG_FILES = /design/flow/design.v
export SDC_FILE = /design/flow/constraint.sdc
export NUM_CORES = 4
export LEC_CHECK = 1
export CORE_AREA = 10 10 70 70
export DIE_AREA = 0 0 80 80
==> /design/flow/constraint.sdc <==
current_design adder_16bit

set clk_period 12.5
set clk_io_pct 0.2

create_clock -name clk0 -period $clk_period

set non_clock_inputs [all_inputs -no_clocks]
set_input_delay [expr $clk_period * $clk_io_pct] -clock clk0 $non_clock_inputs
set_output_delay [expr $clk_period * $clk_io_pct] -clock clk0 [all_outputs]
==> CHANGELOG.md <==
### Changed

* Outcome: complete, no violations
* Worst Hold Slack at 6.06 ns
* Dpl hpwl at 1570 µm
* RSZ-0062 raised after global routing: no
* 1st-pass router iterations at 2
* Vias/cell at 3.23
* Crit path buf inv count at 6
* Flop count at 0
* Startpoint types: input port
* IO Count at 51
* Cell variety after synth at 4
* Post-route antenna net violation count at 0
* PortBufs at 51
* Area reported by Yosys stat at 487 µm²
* Avg WL per Cell at 12.8 µm
* Synth Seq Share at 0
* Crit Path Max Fanout at 2
* Ant. Diodes at 0
* Worst EP arrival at 9.71 ns
* Setup violations, final at 0
* Number of standard cells reported by yosys at 43
* Clkbuf count at 0
* Global-route usage over all layers at 0.0466
* Share of cells above drive strength 1 at 0.0128
* Row Count at 21
* P_leak at 0.371 nW
* Yosys warns at 0
* Initial DRC Count at 1
* Critical path cell sequence: clkdlybuf4s50_1, inv_1, fa_1, inv_1, fa_1, fa_1, fa_1, fa_1, fa_1, fa_1, fa_1, fa_1, fa_1, fa_1, fa_1, fa_1, fa_1, fa_2, inv_1, fa_1, inv_1, clkdlybuf4s50_1
* Detailed Route WL at 1590 µm
* Pwr Density at 48.6 mW/mm²
* Maximum vdd drop at 0.0198 mV
* Max Cap Viol at 0
* Crit Path Category: input port to primary output
* Setup repair bufs after CTS at 0
* Chip area at 0.00640 mm²
* Syn avg cell area at 11.3 µm²
* Number of global-route vias before repair at 468
* Filler cell count at 357
* Synth Cell Area at 487 µm²
* CP delay by family, top: adder cells
* Worst min path class: input port to primary output
* Fin. max-slew vios at 0
* F_max at 81.9 MHz
* Most used cell, CP: fa_1
* Fin crit share at 0.977
* Total gr overflow at 0
* Final hold vios at 0
* Slew @ Worst Pin at 0.138 ns
* Core area at 0.00342 mm²
* Critical path required time at 10.00 ns
* Die width at 80 µm
* Reg area at 0 µm²
* Initial antenna violation count at 0
* DR DRC count at 0
* Min Tclk post-route at 12.21 ns
* Logic area at 332 µm²
* Crit end category: primary output
* Die height at 80 µm
* Largest net degree at the start of global routing at 3
* Worst path max stage delay at 0.47 ns
* Global-route wire length before repair at 2330 µm
* Worst path slowest cell: clkdlybuf4s50_1
* Via count at 400
* Post-Synthesis Cells at 43
* FP Util at 0.142
* OpenROAD warnings at 32
* Placer Congestion at 0.863
* TNS Setup at 0 ns
* Rel. slew slack at 0.907
* Area Growth Syn to Fin at 92.5%
## stage by stage
step | utilization | power, mW | worst slack [ns] | area (µm²) | cells
final | 0.274 | 0.0455 | 0.292 | 937 | 124
after global routing | 0.274 | 0.0507 | 0.0139 | 937 | 124
after CTS | 0.274 | 0.0467 | 0.199 | 935 | 124
after detailed placement | 0.274 | 0.0463 | 0.196 | 935 | 124
after global placement | 0.274 | 0.0463 | 0.219 | 935 | 124
after floorplan | - | 0.0218 | 1.32 | 487 | 43
## worst min-delay path: stages
cell and delay [ns]:
clkdlybuf4s50_1 0.40, inv_1 0.07, fa_1 0.16, inv_1 0.04, clkdlybuf4s50_1 0.40
## logic make-up after synthesis
| family | Yosys count | synth area share |
|---|---|---|
| adder cells (fa/ha/maj) | 16 | 0.658 |
| buffers and inverters | 26 | 0.324 |
| XOR/XNOR | 1 | 0.0180 |
## Yosys cell counts
cell / count / area (µm²)
inv_1: 10 / 37.5
buf_4: 16 / 120
xnor2_1: 1 / 8.76
fa_1: 16 / 320
## final cells by class
type	instances	area share
Timing Repair Buffer	51	0.545
Multi-Input combinational cell	17	0.354
Tap cell	46	0.0614
Inverter	10	0.0401
## routing by layer
layer / vias to the layer above / GRT usage / part of all wire
met4: 0 / 0 / 0
met2: 52 / 0.0618 / 0.30
met3: 0 / 0.0489 / 0.28
met5: - / 0 / 0
li1: 173 / - / -
met1: 175 / 0.0545 / 0.41
## power breakdown
| part | total (mW) | switching (mW) | internal (mW) |
|---|---|---|---|
| Clock | 0 | 0 | 0 |
| Combinational | 0.0455 | 0.0119 | 0.0336 |
| Sequential | 0 | 0 | 0 |
| Total | 0.0455 | 0.0119 | 0.0336 |
## worst paths after layout
check,startpoint,end,slack [ns],cells after the start
worst max-delay path,A[0],Sum[15],0.29,22
worst min-delay path,Cin,Sum[0],6.06,5
## timing repair
action                                  CTS  global route
hold buffers                              0             0
resized                                   0             1
endpoints found under the setup margin    0             1
## layout by cell type (no fill, tap or decap)
cell type         n
clkdlybuf4s50_1  51
fa_1             15
inv_1            10
xnor2_1           1
fa_2              1
No activity file was given, so power comes from the tool's default toggle rates.
