==> design.v <==
module sequence_detector(
    input X, CLK, RST,
    output reg Y,
    output reg Y1,
    output reg [2:0] current_state
);
    parameter S0 = 3'b000, S1 = 3'b001, S2 = 3'b010,
              S3 = 3'b011, S4 = 3'b100, S5 = 3'b101, S6 = 3'b110;
    reg [2:0] next_state;
    always @(posedge CLK or posedge RST) begin
        if (RST)
            current_state <= S0;
        else
            current_state <= next_state;
    end
    always @(*) begin
        case (current_state)
            S0: next_state = (X) ? S1 : S0;
            S1: next_state = (X) ? S1 : S2;
            S2: next_state = (X) ? S3 : S0;
            S3: next_state = (X) ? S4 : S2;  
            S4: next_state = (X) ? S5 : S0;
            S5: next_state = (X) ? S1 : S6;
            S6: next_state = (X) ? S3 : S0;  
            default: next_state = S0;
        endcase
    end
    always @(*) begin
        Y = 1'b0;
        Y1 = 1'b0;
        case (current_state)
            S3: Y = 1'b1;         
            S6: begin             
                Y = 1'b1; 
                Y1 = 1'b1; 
            end
        endcase
    end
endmodule
==> run.sh <==
#!/bin/bash
# OpenROAD 26Q1-2900-gdf79404cd8, Yosys 0.63+post, stock flow scripts
make -C /OpenROAD-flow-scripts/flow DESIGN_CONFIG=/design/flow/config.mk WORK_HOME=/design/flow/orfs finish
==> config.mk <==
export PLATFORM = sky130hd
export DESIGN_NAME = sequence_detector
export DESIGN_NICKNAME = sequence_detector
export VERILOG_FILES = /design/flow/design.v
export SDC_FILE = /design/flow/constraint.sdc
export NUM_CORES = 4
export LEC_CHECK = 1
export CORE_AREA = 10 10 70 70
export DIE_AREA = 0 0 80 80
==> constraint.sdc <==
current_design sequence_detector

set clk_period 1.2
set clk_io_pct 0.2

create_clock -name clk0 -period $clk_period [get_ports {CLK}]

set non_clock_inputs [all_inputs -no_clocks]
set_input_delay [expr $clk_period * $clk_io_pct] -clock clk0 $non_clock_inputs
set_output_delay [expr $clk_period * $clk_io_pct] -clock clk0 [all_outputs]
==> results.py <==
# Metrics from the implementation run
metrics = {
    "run_status": {
        "status": "complete, but fails checks",
        "violations": "negative setup slack",
    },
    "cts": {
        "hold_buffers": 0,
        "cts.sink_count": 3,
        "cts_root_buf": "clkbuf_4",
        "tritoncts.num_buffers": 3,
        "clk_path_buf_depth": 2,
        "clk_pin_slew_ns": 0.04,
        "clock_latency_ns": 0.23,
        "htree_levels": 1,
        "cts_tree": "yes",
    },
    "cells_and_area": {
        "syn_to_final_growth_pct": 137,
        "regMostFlops": "current_state",
        "final_layout_size_suffix_gt1_share_pct": 48.6,
        "top_regs": "current_state (3)",
        "largest_register_ffs": 3,
        "stdcell_count": 81,
    },
    "synth": {
        "yosysCellCount": 15,
        "synth_top_cell_by_area": "dfrtp_1",
        "ys.flops": 3,
        "ys_area_um2": 168,
        "syn-mean-instance-area_um2": 11.2,
        "ys.warnings.count": 1,
        "top_cell_area_share_pct": 44.8,
        "top_cells_by_area": "dfrtp_1 (45%), nand4bb_1 (13%), and3b_2 (6.0%)",
        "ys_seq_share_pct": 44.8,
        "netlist_instances": 15,
        "synth.distinct_cells": 12,
        "syn_area_um2": 168,
    },
    "final_timing": {
        "slew_viol_final": 0,
        "relSlewSlack_pct": 87.3,
        "period_minus_slack_ns": 1.35,
        "setup_viol": 3,
        "rsz0062_at_grt": "true",
        "hold_viol_final": 0,
        "worst_pin_slew_ns": 0.190,
        "finalWorstSetupSlack_ns": -0.154,
        "fmax_mhz": 739,
        "fin_skew_ns": 0.00105,
        "finalClockPeriodUsage_pct": 113,
    },
    "die": {
        "design.core.area_um2": 3420,
        "rows": 21,
        "die_h_um": 80,
        "die_w_um": 80,
        "io_pins": 8,
        "fp-utilization_pct": 4.91,
        "chipArea_um2": 6400,
    },
    "worst_setup_path": {
        "crit_type": "reg -> out",
        "r2r_start": "current_state[0]",
        "arrival_ns": 1.11,
        "cp-start-kind": "flip-flop",
        "end_kind": "primary output",
        "cp.required_ns": 0.96,
        "startpoint": "current_state[0]",
        "critPathMaxFanout": 2,
    },
    "run": {
        "tool_warnings": 27,
        "drv_cap": 0,
    },
    "grt": {
        "grt_max_degree": 7,
        "grt_pass1_wl_um": 945,
        "grtUsageTotal_pct": 1.85,
        "grt_antenna_before_repair": 0,
        "overflow": 0,
        "grt_pass1_vias": 211,
    },
    "place": {
        "numPortBuffers": 7,
        "dp_worst_setup_slack_ns": -0.175,
        "globalplace.congestion": 0.711,
        "placed_cells": 72,
        "dp_hpwl_um": 435,
    },
    "routing": {
        "wl_per_cell_um": 7.49,
        "totalWireLength_um": 607,
        "dr.pass1.iters": 3,
        "viasPerCell": 2.33,
        "antenna_cells": 0,
        "via_count": 189,
        "drt_iter0_drc": 8,
        "drcViolationCount": 0,
        "antenna_left": 0,
    },
    "hold_path": {
        "hp-class": "in -> async",
    },
    "power_and_ir_drop": {
        "vdd_drop_max_mv": 0.140,
        "power.density_nw_per_um2": 991,
        "p_total_mw": 0.393,
        "p_leak_nw": 0.181,
    },
}
[synth_stat cells]
cell	number
dfrtp_1	3
nand4bb_1	2
a21boi_0	1
a21oi_1	1
a22o_1	1
and2_1	1
and3b_2	1
inv_1	1
nand3_1	1
nand4b_1	1
nor2b_1	1
xor2_1	1
[power by group]
group	internal (mW)	total, mW	switching [mW]
Clock	0.124	0.174	0.0500
Sequential	0.110	0.117	0.00679
Combinational	0.0686	0.102	0.0330
Total	0.303	0.393	0.0899
[logic make-up (layout without fill, tap and decap cells)]
logic type	after synthesis	count (layout)	share of synthesized area [%]
compound gates	3	3	12.7
flops	3	3	44.8
buf+inv	1	21	2.24
xor+xnor	1	1	5.22
simple gates	7	7	35.1
[cell type report]
type	instances	area, µm²
flip-flops and latches	3	75.1
well taps	46	57.6
multi-input cells	11	96.3
inverters	1	3.75
clock buffers	4	26.3
repair buffers	16	138
fillers	404	3020
[per-layer routing]
layer / global-route usage, % / up-vias / share of wire, %
met5: 0 / - / 0
met4: 1.41 / 0 / 4.4
met3: 0.114 / 2 / 2.8
met2: 3.21 / 5 / 50
met1: 2.06 / 86 / 43
li1: - / 96 / -
[stage by stage]
step / hold WS, ns / util [%] / cell area (µm²) / TNS, ns
floorplan: -0.00636 / - / 168 / 0
global placement: 0.419 / 9.52 / 325 / -0.339
detailed placement: 0.421 / 9.52 / 325 / -0.343
CTS: 0.171 / 10.9 / 373 / -0.304
global route: 0.171 / 11.6 / 397 / -0.542
finish: 0.173 / 11.6 / 397 / -0.385
[worst max-delay path: stages (launching register included)]
cell             delay (ns)
dfrtp_1                0.37
buf_4                  0.14
buf_6                  0.10
buf_6                  0.11
clkdlybuf4s15_1        0.16
[path summary, 6_finish.rpt]
check	end	slack, ns	depth (start not counted)
min reg2reg	current_state[0]	0.73	3
max reg2reg	current_state[1]	0.04	5
min in group clk0	current_state[0]	0.72	2
max	current_state[0]	-0.15	4
min	current_state[0]	0.17	2
max in group asynchronous	current_state[2]	0.90	2
[placed cells by master (no fill, tap or decap), drive strengths merged]
cell           count
clkdlybuf4s15      2
nand4b             1
a21oi              1
nand3              1
dfrtp              3
a22o               1
and2               1
buf               12
nand4bb            2
inv                1
xor2               1
clkdlybuf4s50      2
nor2b              1
a21boi             1
and3b              1
clkbuf             4
[timing repair]
item	4_1_cts	5_1_grt
hold endpoints to repair	0	0
resized	15	5
setup buffers	6	1
gates cloned	0	0
pin swaps	3	1
setup endpoints to repair	5	3
